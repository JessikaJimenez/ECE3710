`/design/flow/design.v`:
```
module bitGen1  (
	input wire clk, reset,   
	input wire [2:0] sw,
	output wire hsync, vsync,
	output reg [7:0] vga_red,
	output reg [7:0] vga_green, 
	output reg [7:0] vga_blue,
	output wire VGA_CLK, 
	output wire VGA_BLANK_N, 
	output wire VGA_SYNC_N
);
	wire bright;
	wire [9:0] hCount, vCount;
	reg red, green, blue;
	reg clk_25 = 0;
	always @(negedge clk) begin  
		 clk_25 = ~clk_25;
	end
	vga_timing_new vgatiming (
		.clk(clk), 
		.reset(reset),
		.hsync(hsync), 
		.vsync(vsync), 
		.bright(bright),
		.hCount(hCount),
		.vCount(vCount)
	);
	always @(*) begin
		if (~reset) begin
			red   <= 1'b0;
			green <= 1'b0;
			blue  <= 1'b0;
		end
		else begin	
			case (sw)
				3'b001:	begin     
							red   <= 1'b0;
							green <= 1'b0;
							blue  <= 1'b1;
							end
				3'b010:	begin     
							red   <= 1'b0;
							green <= 1'b1;
							blue  <= 1'b0;
							end
				3'b011:	begin     
							red   <= 1'b0;
							green <= 1'b1;
							blue  <= 1'b1;
							end
				3'b100:	begin     
							red   <= 1'b1;
							green <= 1'b0;
							blue  <= 1'b0;
							end
				3'b101:	begin     
							red   <= 1'b1;
							green <= 1'b0;
							blue  <= 1'b1;
							end
				3'b110:	begin     
							red   <= 1'b1;
							green <= 1'b1;
							blue  <= 1'b0;
							end
				3'b111:	begin     
							red   <= 1'b1;
							green <= 1'b1;
							blue  <= 1'b1;
							end
				default: begin     
							red   <= 1'b0;
							green <= 1'b0;
							blue  <= 1'b0;
							end
			endcase				
		end
	end
	always @(negedge clk) begin
		if (clk_25) begin
			if (bright) begin		
				if (red == 1'b0 && green == 1'b0 && blue == 1'b1) begin  
					vga_red   <= 8'b00000000;
					vga_green <= 8'b00000000;
					vga_blue  <= 8'b11111111;
				end 
				else if (red == 1'b0 && green == 1'b1 && blue == 1'b0) begin  
					vga_red   <= 8'b00000000;
					vga_green <= 8'b11111111;
					vga_blue  <= 8'b00000000;
				end 
				else if (red == 1'b0 && green == 1'b1 && blue == 1'b1) begin  
					vga_red   <= 8'b00000000;
					vga_green <= 8'b11111111;
					vga_blue  <= 8'b11111111;
				end 
				else if (red == 1'b1 && green == 1'b0 && blue == 1'b0) begin  
					vga_red   <= 8'b11111111;
					vga_green <= 8'b00000000;
					vga_blue  <= 8'b00000000;
				end 
				else if (red == 1'b1 && green == 1'b0 && blue == 1'b1) begin  
					vga_red   <= 8'b11111111;
					vga_green <= 8'b00000000;
					vga_blue  <= 8'b11111111;
				end 
				else if (red == 1'b1 && green == 1'b1 && blue == 1'b0) begin  
					vga_red   <= 8'b11111111;
					vga_green <= 8'b11111111;
					vga_blue  <= 8'b00000000;
				end 
				else if (red == 1'b1 && green == 1'b1 && blue == 1'b1) begin  
					vga_red   <= 8'b11111111;
					vga_green <= 8'b11111111;
					vga_blue  <= 8'b11111111;
				end 
				else begin														 			  
					vga_red   <= 8'b00000000;
					vga_green <= 8'b00000000;
					vga_blue  <= 8'b00000000;
				end
			end
		end
	end
	assign VGA_CLK = clk_25;
	assign VGA_BLANK_N = bright;
	assign VGA_SYNC_N = 0;
endmodule 
module vga_timing_new (
	input wire clk, reset,  
	output hsync, vsync, bright,
	output reg [9:0] hCount, vCount
);
	parameter H_DISPLAY = 640;  
	parameter HS_START = 16;  
	parameter HS_END = 16 + 96;  
	parameter HA_START = 16 + 96 + 48;  
	parameter H_RETRACE_START = 640 + 16;  
	parameter H_RETRACE_END = 640 + 16 + 96;  
	parameter LINE = 799;  
	parameter FRAME = 524;  
	parameter V_DISPLAY = 480;  
	parameter VS_START = 480 + 10;  
	parameter VS_END = 480 + 10 + 2;  
	parameter VA_START = 0; 
	parameter V_RETRACE_START = 480 + 10;  
	parameter V_RETRACE_END = 480 + 10 + 2;  
	assign hsync = ~((hCount >= 10'd656) && (hCount < 10'd752));
	assign vsync = ~((vCount >= 10'd490) && (vCount < 10'd492));
	assign bright = ((hCount < 10'd640) && (vCount < 10'd480));			
	reg clk_25 = 0;
	always @(negedge clk) begin  
		 clk_25 = ~clk_25;
	end
	reg [3:0] next_state;
	always @(negedge clk) begin
		if (clk_25) begin	
			if (~reset) begin
			   next_state <= 4'd0;
				hCount <= 10'd0;   
				vCount <= 10'd0;   
			end		
			else begin
				if (hCount == 799) begin
					hCount <= 10'd0;
					if (vCount == 524) 
						vCount <= 10'd0;
					else 
						vCount <= vCount + 10'd1;
				end 
				else 
					hCount <= hCount + 10'd1;
				case (next_state)
			4'd0: begin
									  if (vCount == 10'd2 && hCount == 10'd799)
											next_state <= 4'd1;
								 end
  4'd1: begin
									  if (vCount == 10'd35 && hCount == 10'd799)
											next_state <= 4'd3;
								 end
		 4'd3: begin
									  if (hCount == 10'd96)
											next_state <= 4'd4;
								 end
4'd4: begin
									  if (hCount == 10'd144)
											next_state <= 4'd5;
								 end
		  4'd5: begin
									  if (hCount == 10'd784)
											next_state <= 4'd6;
								 end
 4'd6: begin
									  if (hCount == 10'd799)
											if (vCount == 10'd515)
												 next_state <= 4'd2;
											else
												 next_state <= 4'd3;
								 end
	4'd2: begin
									  if (vCount == 10'd524 && hCount == 10'd799)
											next_state <= 4'd0;
								 end
				endcase	
			end
		end
	end
endmodule 
```
`/design/flow/run.sh`:
```
#!/bin/bash
# OpenROAD 26Q1-2900-gdf79404cd8, Yosys 0.63+post, stock flow scripts
make -C /OpenROAD-flow-scripts/flow DESIGN_CONFIG=/design/flow/config.mk WORK_HOME=/design/flow/orfs finish
```
`/design/flow/config.mk`:
```
export PLATFORM = sky130hd
export DESIGN_NAME = bitGen1
export DESIGN_NICKNAME = bitGen1
export VERILOG_FILES = /design/flow/design.v
export SDC_FILE = /design/flow/constraint.sdc
export NUM_CORES = 4
export LEC_CHECK = 1
export CORE_AREA = 10 10 108 108
export DIE_AREA = 0 0 118 118
```
`/design/flow/constraint.sdc`:
```
current_design bitGen1

set clk_period 3.4
set clk_io_pct 0.2

create_clock -name clk0 -period $clk_period [get_ports {clk}]

set non_clock_inputs [all_inputs -no_clocks]
set_input_delay [expr $clk_period * $clk_io_pct] -clock clk0 $non_clock_inputs
set_output_delay [expr $clk_period * $clk_io_pct] -clock clk0 [all_outputs]
```
==> impl_metrics.toml <==
# yosys + openroad results
[global_route]
overflow = 0
grt_pass1_vias = 1266
grt_max_degree = 14
grt_antenna_before_repair = 1
grt_pass1_wl_um = 5910
grt_usage = 0.0502

[power_and_ir_drop]
powerDensity_nw_per_um2 = 272
p_leak_uw = 0.00107
ir_worst_vdd_uv = 176

[clock_tree]
cts_tree = "yes"
cts_hold_buf = 0
clockBufferDepth = 2
insertion_delay_ps = 340
numCtsBuffers = 3
cts_sinks = 25
cts_max_level = 1
cts_root_buf = "clkbuf_8"
clk_pin_slew_ps = 30

[routing]
wirelength_um = 3570
drc = 0
routedWlPerCell_um = 10.0
drt_pre_antenna_iters = 4
first_iter_violations = 80
final_antenna_net_count = 0
vias = 1324
viasPerCell = 3.71

[final_timing]
fin_worst_skew_ps = 16.4
tightest_slew_ps = 663
rsz0062_at_grt = "true"
maxSlewViolCount = 0
final.setup.worst_slack_ps = -238
hold_viol_final = 0
setup_violations = 17
slew_headroom = 0.554

[job]
warnings = 56
max-cap-violations = 0

[worst_setup_path]
worstPathArrival_ps = 2960
worstPathRequired_ps = 2720
r2r_end = "vgatiming.vCount[1]"
timing.rr.start = "vgatiming.hCount[5]"
path_cells = "nor4b_2 > o211ai_1 > buf_2"
startpoint_type = "flop"
r2r_cells = 5
r2r_slack_ps = 1390
worstPathMaxFanout = 2
critical_path.max_stage_delay_ps = 390
worstSetupPathType = "flop to primary output"
cp-end-kind = "primary output"
worst_path_max_delay_cell = "edfxtp_1"

[yosys]
yosys_area_um2 = 1540
async_reset_ff_frac = 0
ys_seq_frac = 0.473
synthCells = 150
ys_warn_count = 2
edf_count = 23
netlist_area_um2 = 1540
ys_cells = 150
synth_flop_count = 25
syn_avg_cell_area_um2 = 10.3
synthFlopType = "edfxtp_1"
yosysUniqueCellTypes = 30

[final_layout]
stdcell_count = 357
area_growth_pct = 53.2
drive_gt1_frac = 0.366
mostFrequentLayoutCell = "inv_1"
final_layout_top_logic_cells = "inv_1, buf_6, buf_4"
fill_cells = 994
finalInstanceArea_um2 = 2370

[floorplanning]
die_h_um = 118
die_area_um2 = 13900
chipWidth_um = 118
io-pin-count = 34
fp_util = 0.166
core_um2 = 9280
rows = 35

[placed_design]
place_area_um2 = 2060
dp_hpwl_um = 2600
portBuffers = 32
gp_congestion = 0.870
place_inst = 314

[hold_path]
min_from = "clk_25"
worstHoldPathCells = 1
hold_class = "flop to flop"
hold_end = "clk_25"

[run_status]
status = "finished, violations left"
violations = "setup timing"
-- critical path: cells and delay by family (launching register included) --
kind	cells	cell delay (ps)
buf+inv	1	130
flops	1	390
compound gates	1	120
simple gates	1	280
-- how the worst max path moves through the flow --
stage	startpoint	to	slack, ps	depth (start not counted)
6_report	vgatiming.vCount[2]	vsync	-240	3
5_1_grt	vgatiming.vCount[2]	vsync	-330	3
4_1_cts	vgatiming.vCount[9]	vsync	-290	3
-- routing by layer --
| metal | GRT usage | vias up | wire, um |
|---|---|---|---|
| met4 | 0.0124 | 0 | 0 |
| met1 | 0.0740 | 607 | 1850 |
| met2 | 0.0622 | 47 | 1420 |
| met3 | 0.0258 | 0 | 303 |
| li1 | - | 670 | - |
| met5 | 0 | - | 0 |
-- registers in the layout, summed over array words and instances, names as in the netlist --
name / flops
vgatiming.clk_25: 1
vga_green: 1
vga_red: 1
vgatiming.hCount: 10
clk_25: 1
vgatiming.vCount: 10
vga_blue: 1
-- layout make-up --
type,instances,area [um2],share of cell area
flip-flops and latches,25,732,0.309
repair buffers,73,666,0.281
multi-input cells,86,613,0.259
well taps,129,161,0.0682
clock inverters,26,97.6,0.0412
inverters,14,52.6,0.0222
clock buffers,3,41.3,0.0175
diodes,1,2.50,0.00106
-- synthesized netlist by cell type (2+ instances only) --
cell       n  share of area
ha_1       5          0.041
nand3_1    8          0.026
nor2_1    12          0.029
nand4_1    7          0.028
o21ai_0    6          0.019
a21oi_1   10          0.032
xnor2_1    3          0.017
nand2_1    2         0.0049
or3_1      6          0.024
and2_1     4          0.016
nor3_1     2         0.0065
buf_4     22           0.11
edfxtp_1  23           0.45
or4_1      4          0.019
dfxtp_1    2          0.026
inv_1     15          0.036
o31ai_1    4          0.019
xor2_1     3          0.017
-- stage by stage --
stage / worst slack [ps] / hold WS (ps) / utilization / power (uW) / setup TNS (ps)
finish: -238 / 399 / 0.255 / 643 / -1700
floorplan: 187 / 357 / - / 398 / 0
detailed placement: -328 / 395 / 0.222 / 413 / -6800
global placement: -319 / 388 / 0.222 / 413 / -6880
global route: -330 / 415 / 0.255 / 702 / -3140
CTS: -289 / 403 / 0.246 / 660 / -1680
-- repair_timing --
item / 4_1_cts / 5_1_grt
endpoints found under the setup margin: 28 / 28
cloned: 0 / 0
resized: 100 / 22
pin swaps: 7 / 1
buffers inserted: 12 / 2
-- cell families (layout without fill, tap and decap cells) --
logic type                 Yosys count  count (layout)  synth area share
and+or+nand+nor                     50              50             0.183
buffers and inverters               39             116             0.154
DFF                                 25              25             0.473
AOI/OAI and AO/OA                   24              24             0.113
xor gates and xnor gates             6               6            0.0340
adders and majority gates            5               5            0.0405
other                                1               2           0.00243
-- where the power goes --
group,switching (uW),internal (uW)
Clock,157,119
Combinational,10.9,20.3
Sequential,0.675,335
Total,169,474
Power and IR drop assume default switching activity.
