===== design/flow/config.mk =====
export PLATFORM = sky130hd
export DESIGN_NAME = bitGen2
export DESIGN_NICKNAME = bitGen2
export VERILOG_FILES = /design/flow/design.v
export SDC_FILE = /design/flow/constraint.sdc
export NUM_CORES = 4
export LEC_CHECK = 1
export CORE_AREA = 10 10 114 114
export DIE_AREA = 0 0 124 124

===== design/flow/constraint.sdc =====
current_design bitGen2

set clk_period 4.5
set clk_io_pct 0.2

create_clock -name clk0 -period $clk_period [get_ports {clk}]

set non_clock_inputs [all_inputs -no_clocks]
set_input_delay [expr $clk_period * $clk_io_pct] -clock clk0 $non_clock_inputs
set_output_delay [expr $clk_period * $clk_io_pct] -clock clk0 [all_outputs]

===== design/flow/design.v =====
module ClockDivider(
	input wire fastClk, 
	output reg slowClk = 1'b0
	);
	reg [31:0] count = 0;
	always @ (posedge fastClk) begin
		slowClk = 1'b0;
		if(count == 25000000) begin
			count = 0;
			slowClk = 1'b1;
		end
		else
			count = count + 1;
	end
endmodule 
module FSM (
	input clk, 
	input clk_25,
	input reset, 
	input left, 
	input right, 
	input hazard,  
	input bright,
	input wire [9:0] hCount, 
	output reg [2:0] rgb_lights
);	
	always @(*) begin
		if (bright) begin
			if (left == 1'b0 && right == 1'b0 && hazard == 1'b1) begin
				if (rgb_lights == 3'b000 && hCount < 80) begin
					rgb_lights  = 3'b100;  
				end	
				else if (rgb_lights == 3'b100 && hCount < 160) begin
					rgb_lights  = 3'b010;  
				end
				else if (rgb_lights == 3'b010 && hCount < 240) begin
					rgb_lights  = 3'b001;  
				end
				else if (rgb_lights == 3'b001 && hCount < 320) begin
					rgb_lights  = 3'b000;  
				end
				else if (rgb_lights == 3'b000 && hCount < 400) begin
					rgb_lights  = 3'b000;  
				end
				else if (rgb_lights == 3'b000 && hCount < 480) begin
					rgb_lights = 3'b001;  
				end
				else if (rgb_lights == 3'b001 && hCount < 560) begin
					rgb_lights = 3'b010;  
				end
				else if (rgb_lights == 3'b010 && hCount < 640) begin
					rgb_lights = 3'b100;  
				end		
				else begin
					rgb_lights = 3'b000;  
				end
			end	
			else if (left == 1'b1 && right == 1'b0 && hazard == 1'b0) begin
				if (rgb_lights == 3'b000 && hCount < 80) begin
					rgb_lights = 3'b100;  
				end
				else if (rgb_lights == 3'b100 && hCount < 160) begin
					rgb_lights = 3'b010;  
				end
				else if (rgb_lights == 3'b010 && hCount < 240) begin
					rgb_lights = 3'b001;  
				end
				else if (rgb_lights == 3'b001 && hCount < 320) begin
					rgb_lights  = 3'b000;  
				end
				else if (rgb_lights == 3'b000 && hCount < 400) begin
					rgb_lights  = 3'b000;  
				end
				else if (rgb_lights == 3'b000 && hCount < 480) begin
					rgb_lights  = 3'b000;  
				end
				else if (rgb_lights == 3'b000 && hCount < 560) begin
					rgb_lights  = 3'b000;  
				end
				else if (rgb_lights == 3'b000 && hCount < 640) begin
					rgb_lights  = 3'b000;  
				end		
				else begin
					rgb_lights = 3'b000;  
				end
			end	
			else if (left == 1'b0 && right == 1'b1 && hazard == 1'b0) begin
				if (rgb_lights == 3'b000 && hCount < 80) begin
					rgb_lights  = 3'b000;  
				end
				else if (rgb_lights == 3'b000 && hCount < 160) begin
					rgb_lights  = 3'b000;  
				end
				else if (rgb_lights == 3'b000 && hCount < 240) begin
					rgb_lights  = 3'b000;  
				end
				else if (rgb_lights == 3'b000 && hCount < 320) begin
					rgb_lights  = 3'b000;  
				end
				else if (rgb_lights == 3'b000 && hCount < 400) begin
					rgb_lights  = 3'b000;  
				end
				else if (rgb_lights == 3'b000 && hCount < 480) begin
					rgb_lights = 3'b001;  
				end
				else if (rgb_lights == 3'b001 && hCount < 560) begin
					rgb_lights = 3'b010;  
				end
				else if (rgb_lights == 3'b010 && hCount < 640) begin
					rgb_lights = 3'b100;  
				end
				else begin
					rgb_lights = 3'b000;  
				end
			end
			else begin
				rgb_lights  = 3'b000;  
			end	
		end
	end
endmodule 
module HalfClock (
	input wire clk,  
	output reg clk_25
);
	always@(posedge clk) begin
		clk_25 <= !clk_25;
	end
endmodule 
module VGA_Timing (
	input wire clk, 
	input wire clk_25,
	input wire reset, 
	output reg hSync, 
	output reg vSync, 
	output reg bright, 
	output reg [9:0] hCount, 
	output reg [9:0] vCount
);
	parameter hSyncLow = 10'd655;
	parameter hSyncHigh = 10'd752;
	parameter vSyncLow = 10'd489;
	parameter vSyncHigh = 10'd492;
	parameter hCountEnd = 10'd799;
	parameter vCountEnd = 10'd521;
	parameter hDisplay = 10'd640;
	parameter vDisplay = 10'd480;
	always @(negedge reset, posedge clk) begin
		if(~reset) begin
			hCount <= hSyncLow;
			vCount <= vSyncLow;
			bright <= 0;
			hSync <= 0;
			vSync <= 0;
		end
		else if(clk_25) begin	
			if(hCount <= hCountEnd) begin
				hCount <= hCount + 10'd1;
				if((hCount > hSyncLow) && (hCount < hSyncHigh)) 
					hSync <= 0;
				else 
					hSync <= 1'd1;
				if((vCount < vCountEnd) && (hCount == hCountEnd)) begin
					vCount <= vCount + 10'd1;
					if((vCount > vSyncLow) && (vCount < vSyncHigh)) 
						vSync <= 0;
					else 
						vSync <= 1'd1;
				end
				else if(vCount == vCountEnd) begin
					vCount <= 0;
				end
				else 
					vCount <= vCount;
			end
			else 
				hCount <= 0;
			if((hCount < hDisplay && vCount < vDisplay)) 
				bright <= 1'd1;
			else 
				bright <= 0;
		end
		else 
			hCount <= hCount;
	end
endmodule 
module bitGen2  (
	input wire clk, reset,  
	input wire [2:0] sw,
	output wire hSync, vSync,
	output reg [7:0] vga_red,
	output reg [7:0] vga_green, 
	output reg [7:0] vga_blue,
	output wire VGA_CLK, 
	output wire VGA_BLANK_N, 
	output wire VGA_SYNC_N
);
	wire en;  
	wire clk_25;  
	wire bright;
	wire [9:0] hCount;
	wire [9:0] vCount;
	reg left, right, hazard;
	wire [2:0] rgb_lights;
	HalfClock hclock (
		.clk(clk),
		.clk_25(clk_25)
	);
	ClockDivider clockd  (
		.fastClk(clk), 
		.slowClk(en)
	);
	VGA_Timing vgatiming (
		.clk(clk), 
		.clk_25(clk_25),
		.reset(reset),
		.hSync(hSync), 
		.vSync(vSync), 
		.bright(bright),
		.hCount(hCount),
		.vCount(vCount)
	);
	FSM fsm (
		.clk(en), 
		.clk_25(clk_25),
		.reset(reset),
		.left(left), 
		.right(right), 
		.hazard(hazard), 
		.bright(bright),
		.rgb_lights(rgb_lights),
		.hCount(hCount)
	);
	always @(*) begin
		if (~reset) begin
			left   <= 1'b0;
			right  <= 1'b0;
			hazard <= 1'b0;
		end
		else begin
			case (sw)
				3'b100:	begin     
							left   <= 1'b1;
							right  <= 1'b0;
							hazard <= 1'b0;
							end
				3'b010:	begin     
							left   <= 1'b0;
							right  <= 1'b1;
							hazard <= 1'b0;
							end
				3'b001:	begin     
							left   <= 1'b0;
							right  <= 1'b0;
							hazard <= 1'b1;
							end
				default: begin     
							left   <= 1'b0;
							right  <= 1'b0;
							hazard <= 1'b0;
							end
			endcase 
		end
	end
	always @(clk_25) begin
		if (bright) begin
			case (rgb_lights)
				3'b000:  begin     
							vga_red   <= 8'b00000000;
							vga_green <= 8'b00000000;
							vga_blue  <= 8'b00000000;
							end
				3'b001:	begin     
							vga_red   <= 8'b00000000;
							vga_green <= 8'b00000000;
							vga_blue  <= 8'b11111111;
							end		
				3'b010:	begin     
							vga_red   <= 8'b00000000;
							vga_green <= 8'b11111111;
							vga_blue  <= 8'b00000000;
							end	
				3'b100:	begin     
							vga_red   <= 8'b11111111;
							vga_green <= 8'b00000000;
							vga_blue  <= 8'b00000000;
							end
				default: begin     
							vga_red   <= 8'b00000000;
							vga_green <= 8'b00000000;
							vga_blue  <= 8'b00000000;
							end
			endcase
		end
	end
	assign VGA_CLK = clk_25;
	assign VGA_BLANK_N = bright;
	assign VGA_SYNC_N = 0;
endmodule 

===== design/flow/run.sh =====
#!/bin/bash
# OpenROAD 26Q1-2900-gdf79404cd8, Yosys 0.63+post, stock flow scripts
make -C /OpenROAD-flow-scripts/flow DESIGN_CONFIG=/design/flow/config.mk WORK_HOME=/design/flow/orfs finish

==> reports/metrics.json <==
{
  "hold_violations": {"value": 0},
  "diodes": {"value": 0},
  "lay_top_count": {"value": "sky130_fd_sc_hd__clkdlybuf4s50_1"},
  "fin_crit": {"value": 2263, "unit": "ps"},
  "cts.hold.buffers_added": {"value": 0},
  "die.size.x": {"value": 124, "unit": "um"},
  "yosys.cell_types.count": {"value": 47},
  "cp_data_required_time": {"value": 3600, "unit": "ps"},
  "critPathSlowestCell": {"value": "sky130_fd_sc_hd__dfxtp_1"},
  "number_of_global_route_vias_before_repair": {"value": 1197},
  "timing.critical_path.cells": {"value": "clkdlybuf4s50_1"},
  "finalWeightedCongestion": {"value": 0.8322},
  "end_kind": {"value": "output port"},
  "worst_setup_hold_path_clk_slew": {"value": 80, "unit": "ps"},
  "grt_util_all_layers": {"value": 4.471, "unit": "%"},
  "dieArea": {"value": 15380, "unit": "um^2"},
  "gr-total-overflow": {"value": 0},
  "worstPathMaxFanout": {"value": 12},
  "worstSetupStartpointType": {"value": "register"},
  "enable_flop_cells": {"value": 0},
  "detail_route.wl_per_cell": {"value": 10.69, "unit": "um"},
  "finish.instance_area": {"value": 2138, "unit": "um^2"},
  "synth.top_cell.area_share": {"value": 17.66, "unit": "%"},
  "clock_tree.buffer_depth": {"value": 2},
  "max_freq": {"value": 441.8, "unit": "MHz"},
  "drcViolationCount": {"value": 0},
  "initialDrtViolationCount": {"value": 74},
  "slew_viol_final": {"value": 0},
  "pin_count": {"value": 34},
  "late_pin_clk_latency": {"value": 260, "unit": "ps"},
  "ys_area": {"value": 1785, "unit": "um^2"},
  "finClkSkew": {"value": 2.870, "unit": "ps"},
  "worstMarginPinSlew": {"value": 654.7, "unit": "ps"},
  "final_layout_size_suffix_gt1_share": {"value": 10.00, "unit": "%"},
  "dp_cells": {"value": 342},
  "unclocked_regs": {"value": 6},
  "timing.setup.tns": {"value": 0, "unit": "ps"},
  "cts.root.buffer_cell": {"value": "sky130_fd_sc_hd__clkbuf_8"},
  "maxCapViolCount": {"value": 0},
  "num_rows": {"value": 37},
  "ant_nets": {"value": 0},
  "unconstrained_endpoints": {"value": 30},
  "finalWirelength": {"value": 3700, "unit": "um"},
  "io_buffer_count": {"value": 32},
  "yosys_warnings": {"value": 62},
  "synth.area.top_cells": {"value": "sky130_fd_sc_hd__dfstp_2 (18%), sky130_fd_sc_hd__dfrtp_1 (15%), sky130_fd_sc_hd__buf_4 (9.3%)"},
  "crit_family": {"value": "flip-flops"},
  "final.period_utilization": {"value": 50.30, "unit": "%"},
  "die-height": {"value": 124, "unit": "um"},
  "arrival": {"value": 1360, "unit": "ps"},
  "critPathMaxStageDelay": {"value": 560, "unit": "ps"},
  "post_cts_resized": {"value": 0},
  "layout_top_cells": {"value": "sky130_fd_sc_hd__clkdlybuf4s50_1 (32), sky130_fd_sc_hd__nand2_1 (20), sky130_fd_sc_hd__o21ai_0 (17), sky130_fd_sc_hd__dfstp_2 (12), sky130_fd_sc_hd__dfrtp_1 (11)"},
  "initial_antenna_violation_count": {"value": 0},
  "post_placement_cell_area": {"value": 2083, "unit": "um^2"},
  "timing.final.setup_violations": {"value": 0},
  "cell_area_synth": {"value": 1785, "unit": "um^2"},
  "synth.largest_area_cell": {"value": "sky130_fd_sc_hd__dfstp_2"},
  "postLayoutSetupSlackWorst": {"value": 2237, "unit": "ps"},
  "grt_first_pass_wirelength": {"value": 5844, "unit": "um"},
  "detailed_place_hpwl": {"value": 2809, "unit": "um"},
  "initial_core_util": {"value": 17.14, "unit": "%"},
  "ff_type": {"value": "sky130_fd_sc_hd__dfstp_2"},
  "synth_flops": {"value": 30},
  "instances_no_fill": {"value": 346},
  "timing.slew.headroom": {"value": 55.22, "unit": "%"},
  "timing_worst_setup_path_type": {"value": "reg2out"},
  "warnings": {"value": 27},
  "synth_stat.cells": {"value": 203},
  "synthCells": {"value": 203},
  "level_count_of_the_clock_h_tree": {"value": 1},
  "grt_start_max_net_pins": {"value": 29},
  "routed_via_density": {"value": 4.026},
  "pwr_density_cell": {"value": 182.0, "unit": "nW/um^2"},
  "postSynthAreaPerCell": {"value": 8.795, "unit": "um^2"},
  "setup_repair_after_global_routing_missed_its_margin": {"value": "no"},
  "power.static_leakage": {"value": 0.7530, "unit": "nW"},
  "tritoncts": {"value": "done"},
  "cp.buffers_inverters": {"value": 1},
  "dr_pass1_iterations": {"value": 4},
  "n_fill_cell": {"value": 1110},
  "post-place-ws": {"value": 2444, "unit": "ps"},
  "cts.repair_timing.setup_buffer_count": {"value": 0},
  "cts_buffers": {"value": 3},
  "route.vias.total": {"value": 1393},
  "ir_drop": {"value": 111.9, "unit": "uV"},
  "fp.coreArea": {"value": 10420, "unit": "um^2"},
  "type_of_the_tightest_min_delay_check": {"value": "reg2reg"},
  "fin_worst_hold_slack": {"value": 487.2, "unit": "ps"},
  "asyncSetResetFlopFracSynth": {"value": 76.67, "unit": "%"},
  "syn_to_layout_area_delta": {"value": 19.76, "unit": "%"},
  "outcome": {"value": "finished, final reports clean"}
}
## kinds of logic after synthesis
group                      after synthesis  synth area share, %
and+or+nand+nor                         75                22.21
buffers and inverters                   40                13.52
xor gates and xnor gates                 8                3.924
adders and majority gates                4                2.803
muxes                                    3                1.752
AOI/OAI and AO/OA                       42                16.33
other                                    1               0.2100
latches                                  6                5.046
DFF                                     24                34.20
## flip-flops by register name (all words and copies together) (netlist names)
register / flops
vgatiming.hCount: 10
vgatiming.vCount: 10
fsm.rgb_lights: 3
hclock.clk_25: 1
vga_blue: 1
vga_green: 1
vga_red: 1
vgatiming.bright: 1
vgatiming.hSync: 1
vgatiming.vSync: 1
## Yosys cell counts, types with 2 or more instances
cell type and instances:
sky130_fd_sc_hd__a211oi_1 2, sky130_fd_sc_hd__o31ai_1 4, sky130_fd_sc_hd__nor3_1 4, sky130_fd_sc_hd__nand3_1 8
sky130_fd_sc_hd__or3_1 2, sky130_fd_sc_hd__xnor2_1 7, sky130_fd_sc_hd__buf_4 22, sky130_fd_sc_hd__dfstp_2 12
sky130_fd_sc_hd__nor2b_1 3, sky130_fd_sc_hd__nand2b_1 3, sky130_fd_sc_hd__dfrtp_1 11, sky130_fd_sc_hd__ha_1 4
sky130_fd_sc_hd__nor2_1 10, sky130_fd_sc_hd__a22o_1 2, sky130_fd_sc_hd__a21oi_1 3, sky130_fd_sc_hd__a2111oi_0 2
sky130_fd_sc_hd__o21ai_0 17, sky130_fd_sc_hd__and3_1 5, sky130_fd_sc_hd__inv_1 9, sky130_fd_sc_hd__nor4_1 2
sky130_fd_sc_hd__nor3b_1 4, sky130_fd_sc_hd__mux2i_1 2, sky130_fd_sc_hd__dlxtp_1 6, sky130_fd_sc_hd__clkbuf_1 7
sky130_fd_sc_hd__o41ai_1 2, sky130_fd_sc_hd__nand4_1 9, sky130_fd_sc_hd__nand2_1 20, sky130_fd_sc_hd__o2bb2ai_1 2
## worst register-to-register path: stages (launching register included)
cell and delay [ps]:
sky130_fd_sc_hd__dfstp_2 390, sky130_fd_sc_hd__or3_1 380, sky130_fd_sc_hd__a2111o_1 440, sky130_fd_sc_hd__a21oi_4 380, sky130_fd_sc_hd__nor2b_1 140, sky130_fd_sc_hd__mux2_2 280
## final cells by class
type,instances,area [um^2],area share [%]
Timing Repair Buffer,34,335.3,15.68
Tap cell,136,170.2,7.958
Multi-Input combinational cell,133,843.3,39.44
Clock buffer,4,55.05,2.575
Inverter,9,33.78,1.580
Sequential cell,30,700.7,32.77
## per-stage QoR
stage	power (W)	utilization [%]
floorplan	0.0002349	-
global placement	0.0002497	20.00
detailed placement	0.0002501	20.00
CTS	0.0003997	20.53
global route	0.0004098	20.53
finish	0.0003892	20.53
## layer usage
layer	wire [um]	track usage, %
met1	1808	6.499
met2	1494	6.821
met3	397	1.286
met4	0	0.2158
met5	0	0
## where the power goes
part	switching [W]	internal [W]	leakage, nW
registers	0.00000179	0.000218	0.324
logic	0.0000109	0.0000153	0.400
clock network	0.0000657	0.0000780	0.0288
total	0.0000784	0.000311	0.753
## final timing paths
path | cells past startpoint | startpoint | slack, ps | end
worst min register to register | 2 | vgatiming.hSync$_DFFE_PN0P_ | 490 | vgatiming.hSync$_DFFE_PN0P_
min in group asynchronous | 2 | reset | 1000 | vgatiming.vCount[9]$_DFFE_PN0P_
worst max-delay path | 1 | hclock.clk_25$_DFF_P_ | 2240 | VGA_CLK
max in group asynchronous | 2 | reset | 3210 | vgatiming.hCount[3]$_DFFE_PN1P_
worst max register to register | 5 | vgatiming.vCount[6]$_DFFE_PN1P_ | 2430 | vgatiming.vCount[0]$_DFFE_PN1P_
worst min-delay path | 2 | vgatiming.hSync$_DFFE_PN0P_ | 490 | vgatiming.hSync$_DFFE_PN0P_
Power and IR drop assume default switching activity.
