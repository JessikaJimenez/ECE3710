$ cat /design/flow/run.sh
#!/bin/bash
# OpenROAD 26Q1-2900-gdf79404cd8, Yosys 0.63+post, stock flow scripts
make -C /OpenROAD-flow-scripts/flow DESIGN_CONFIG=/design/flow/config.mk WORK_HOME=/design/flow/orfs finish
$ cat /design/flow/config.mk
export PLATFORM = sky130hd
export DESIGN_NAME = bitGen2_new
export DESIGN_NICKNAME = bitGen2_new
export VERILOG_FILES = /design/flow/design.v
export SDC_FILE = /design/flow/constraint.sdc
export NUM_CORES = 4
export LEC_CHECK = 1
export CORE_AREA = 10 10 92 92
export DIE_AREA = 0 0 102 102
$ cat /design/flow/constraint.sdc
current_design bitGen2_new

set clk_period 3.4
set clk_io_pct 0.2

create_clock -name clk0 -period $clk_period [get_ports {clk}]

set non_clock_inputs [all_inputs -no_clocks]
set_input_delay [expr $clk_period * $clk_io_pct] -clock clk0 $non_clock_inputs
set_output_delay [expr $clk_period * $clk_io_pct] -clock clk0 [all_outputs]
$ cat /design/flow/design.v
module ClockDivider(
	input wire fastClk, 
	output reg slowClk = 1'b0
	);
	reg [31:0] count = 0;
	always @ (posedge fastClk) begin
		slowClk = 1'b0;
		if(count == 25000000) begin
			count = 0;
			slowClk = 1'b1;
		end
		else
			count = count + 1;
	end
endmodule 
module FSM (
	input clk, 
	input clk_25,
	input reset, 
	input left, 
	input right, 
	input hazard,  
	input bright,
	input wire [9:0] hCount, 
	output reg [2:0] rgb_lights
);	
	always @(*) begin
		if (bright) begin
			if (left == 1'b0 && right == 1'b0 && hazard == 1'b1) begin
				if (rgb_lights == 3'b000 && hCount < 80) begin
					rgb_lights  = 3'b100;  
				end	
				else if (rgb_lights == 3'b100 && hCount < 160) begin
					rgb_lights  = 3'b010;  
				end
				else if (rgb_lights == 3'b010 && hCount < 240) begin
					rgb_lights  = 3'b001;  
				end
				else if (rgb_lights == 3'b001 && hCount < 320) begin
					rgb_lights  = 3'b000;  
				end
				else if (rgb_lights == 3'b000 && hCount < 400) begin
					rgb_lights  = 3'b000;  
				end
				else if (rgb_lights == 3'b000 && hCount < 480) begin
					rgb_lights = 3'b001;  
				end
				else if (rgb_lights == 3'b001 && hCount < 560) begin
					rgb_lights = 3'b010;  
				end
				else if (rgb_lights == 3'b010 && hCount < 640) begin
					rgb_lights = 3'b100;  
				end		
				else begin
					rgb_lights = 3'b000;  
				end
			end	
			else if (left == 1'b1 && right == 1'b0 && hazard == 1'b0) begin
				if (rgb_lights == 3'b000 && hCount < 80) begin
					rgb_lights = 3'b100;  
				end
				else if (rgb_lights == 3'b100 && hCount < 160) begin
					rgb_lights = 3'b010;  
				end
				else if (rgb_lights == 3'b010 && hCount < 240) begin
					rgb_lights = 3'b001;  
				end
				else if (rgb_lights == 3'b001 && hCount < 320) begin
					rgb_lights  = 3'b000;  
				end
				else if (rgb_lights == 3'b000 && hCount < 400) begin
					rgb_lights  = 3'b000;  
				end
				else if (rgb_lights == 3'b000 && hCount < 480) begin
					rgb_lights  = 3'b000;  
				end
				else if (rgb_lights == 3'b000 && hCount < 560) begin
					rgb_lights  = 3'b000;  
				end
				else if (rgb_lights == 3'b000 && hCount < 640) begin
					rgb_lights  = 3'b000;  
				end		
				else begin
					rgb_lights = 3'b000;  
				end
			end	
			else if (left == 1'b0 && right == 1'b1 && hazard == 1'b0) begin
				if (rgb_lights == 3'b000 && hCount < 80) begin
					rgb_lights  = 3'b000;  
				end
				else if (rgb_lights == 3'b000 && hCount < 160) begin
					rgb_lights  = 3'b000;  
				end
				else if (rgb_lights == 3'b000 && hCount < 240) begin
					rgb_lights  = 3'b000;  
				end
				else if (rgb_lights == 3'b000 && hCount < 320) begin
					rgb_lights  = 3'b000;  
				end
				else if (rgb_lights == 3'b000 && hCount < 400) begin
					rgb_lights  = 3'b000;  
				end
				else if (rgb_lights == 3'b000 && hCount < 480) begin
					rgb_lights = 3'b001;  
				end
				else if (rgb_lights == 3'b001 && hCount < 560) begin
					rgb_lights = 3'b010;  
				end
				else if (rgb_lights == 3'b010 && hCount < 640) begin
					rgb_lights = 3'b100;  
				end
				else begin
					rgb_lights = 3'b000;  
				end
			end
			else begin
				rgb_lights  = 3'b000;  
			end	
		end
	end
endmodule 
module bitGen2_new  (
	input wire clk, reset,   
	input wire [2:0] sw,
	output wire hsync, vsync,
	output reg [7:0] vga_red,
	output reg [7:0] vga_green, 
	output reg [7:0] vga_blue,
	output wire VGA_CLK, 
	output wire VGA_BLANK_N, 
	output wire VGA_SYNC_N
);
	wire bright;
	wire [9:0] hCount, vCount;
	reg red, green, blue;
	reg clk_25 = 0;
	always @(negedge clk) begin  
		 clk_25 = ~clk_25;
	end
	vga_timing_new vgatiming (
		.clk(clk), 
		.reset(reset),
		.hsync(hsync), 
		.vsync(vsync), 
		.bright(bright),
		.hCount(hCount),
		.vCount(vCount)
	);
	ClockDivider clock  (
		.fastClk(clk), 
		.slowClk(en)
	);
	FSM fsm (
		.clk(en), 
		.left(sw[0]), 
		.right(sw[1]), 
		.hazard(sw[2]), 
		.reset(reset),
		.rgb_lights(rgb_lights),
		.hCount(hCount)
	);
	always @(negedge clk) begin
		if (clk_25) begin
			if (bright) begin		
				if (rgb_lights == 3'b100) begin       
					vga_red   <= 8'b11111111;
					vga_green <= 8'b00000000;
					vga_blue  <= 8'b00000000;
				end 
				else if (rgb_lights == 3'b010) begin  
					vga_red   <= 8'b00000000;
					vga_green <= 8'b11111111;
					vga_blue  <= 8'b00000000;
				end 
				else if (rgb_lights == 3'b001) begin  
					vga_red   <= 8'b00000000;
					vga_green <= 8'b00000000;
					vga_blue  <= 8'b11111111;
				end 
				else begin								    
					vga_red   <= 8'b00000000;
					vga_green <= 8'b00000000;
					vga_blue  <= 8'b00000000;
				end
			end
			else begin
				vga_red   <= 8'b00000000;
				vga_green <= 8'b00000000;
				vga_blue  <= 8'b00000000;
			end
		end
	end
	assign VGA_CLK = clk_25;
	assign VGA_BLANK_N = bright;
	assign VGA_SYNC_N = 0;
endmodule 
module vga_timing_new (
	input wire clk, reset,  
	output hsync, vsync, bright,
	output reg [9:0] hCount, vCount
);
	parameter H_DISPLAY = 640;  
	parameter HS_START = 16;  
	parameter HS_END = 16 + 96;  
	parameter HA_START = 16 + 96 + 48;  
	parameter H_RETRACE_START = 640 + 16;  
	parameter H_RETRACE_END = 640 + 16 + 96;  
	parameter LINE = 799;  
	parameter FRAME = 524;  
	parameter V_DISPLAY = 480;  
	parameter VS_START = 480 + 10;  
	parameter VS_END = 480 + 10 + 2;  
	parameter VA_START = 0; 
	parameter V_RETRACE_START = 480 + 10;  
	parameter V_RETRACE_END = 480 + 10 + 2;  
	assign hsync = ~((hCount >= 10'd656) && (hCount < 10'd752));
	assign vsync = ~((vCount >= 10'd490) && (vCount < 10'd492));
	assign bright = ((hCount < 10'd640) && (vCount < 10'd480));			
	reg clk_25 = 0;
	always @(negedge clk) begin  
		 clk_25 = ~clk_25;
	end
	reg [3:0] next_state;
	always @(negedge clk) begin
		if (clk_25) begin	
			if (~reset) begin
			   next_state <= 4'd0;
				hCount <= 10'd0;   
				vCount <= 10'd0;   
			end		
			else begin
				if (hCount == 799) begin
					hCount <= 10'd0;
					if (vCount == 524) 
						vCount <= 10'd0;
					else 
						vCount <= vCount + 10'd1;
				end 
				else 
					hCount <= hCount + 10'd1;
				case (next_state)
			4'd0: begin
									  if (vCount == 10'd2 && hCount == 10'd799)
											next_state <= 4'd1;
								 end
  4'd1: begin
									  if (vCount == 10'd35 && hCount == 10'd799)
											next_state <= 4'd3;
								 end
		 4'd3: begin
									  if (hCount == 10'd96)
											next_state <= 4'd4;
								 end
4'd4: begin
									  if (hCount == 10'd144)
											next_state <= 4'd5;
								 end
		  4'd5: begin
									  if (hCount == 10'd784)
											next_state <= 4'd6;
								 end
 4'd6: begin
									  if (hCount == 10'd799)
											if (vCount == 10'd515)
												 next_state <= 4'd2;
											else
												 next_state <= 4'd3;
								 end
	4'd2: begin
									  if (vCount == 10'd524 && hCount == 10'd799)
											next_state <= 4'd0;
								 end
				endcase	
			end
		end
	end
endmodule 
==> results.md <==
| Group | Quantity | This run |
|---|---|---|
| placed design | Placement Cell Area | 0.00165 sq mm |
| grt | Global-route usage over all layers | 5.49% |
| detailed routing | Total antenna diodes in the routed design | 0 |
| detailed routing | DRC violation count after routing | 0 |
| die | Placeable Area | 0.00646 sq mm |
| worst setup path | Ordered cell list for the critical path | buf_4 > or4b_4 > buf_2 |
| final timing | Final worst-path setup slack | -0.547 ns |
| status | Run status | finished with violations |
| logic synthesis | Post-synthesis cell count | 145 |
| clocking | Clock Sinks | 22 |
| detailed routing | Count of routing violations after the opening detailed-route iteration | 38 |
| logic synthesis | Proportion of netlist area held by the largest area contributor | 41.7% |
| placed design | HPWL after detailed placement | 2040 microns |
| logic synthesis | Cell area after synthesis | 0.00144 sq mm |
| layout | Footprint of the flip-flops and latches | 642 sq um |
| worst setup path | Kind of capture point of the worst setup path | primary output |
| power | Worst-case vdd ir drop | 0.000192 V |
| final timing | Worst Clk Skew | 0.0106 ns |
| logic synthesis | Number of cell instances after yosys synthesis | 145 |
| clocking | CTS tree | done |
| worst setup path | Crit path launch type | flip-flop |
| die | Cell Rows | 29 |
| layout | Design Area, Final | 0.00184 sq mm |
| detailed routing | Wire length reported by the detailed router | 2840 microns |
| grt | Global-route track usage on met1 | 7.31% |
| final timing | Max transition margin | 57.7% |
| logic synthesis | Post-synth area from yosys stat | 0.00144 sq mm |
| worst setup path | Max stage delay on crit path | 0.52 ns |
| grt | GRT Residual Overflow | 0 |
| layout | Post-route insts no fill | 279 |
| worst setup path | Crit path DRT | 2.72 ns |
| die | Effective utilization at floorplan | 22.3% |
| grt | Maximum number of pins on one net before global-route repair | 14 |
| logic synthesis | Sequential fraction of the synthesis area | 44.5% |
| final timing | Total negative setup slack | -0.931 ns |
| detailed routing | Number of search-and-repair iterations in the first detailed-routing pass | 4 |
| final timing | Count of final setup violators | 3 |
| logic synthesis | Number of enable flip-flop cells | 20 |
| power | Cell leakage power | 0.864 nW |
| die | Total Die Area | 0.0104 sq mm |
| logic synthesis | Syn_area_per_cell | 9.92 sq um |
| clocking | Clock network latency to the later pin of the worst-skew pair | 0.34 ns |
| power | Total power | 0.577 mW |
| grt | Vias in the first global route | 1101 |
| grt | Met3 global-route usage | 2.45% |
| layout | Layout cell share with drive strength beyond 1 | 23.3% |
| clocking | Number of hold buffers added after CTS | 0 |
| logic synthesis | Register bit count reported by yosys | 22 |
| flow run | Total tool warning count | 56 |
| logic synthesis | Post-synth cell types | 28 |
| die | Vertical extent of the die | 102 microns |
| layout | Most numerous logic cells after layout | sky130_fd_sc_hd__inv_1, sky130_fd_sc_hd__buf_4, sky130_fd_sc_hd__conb_1 |
| clocking | H-Tree Depth | 1 |
| logic synthesis | Yosys synthesis warning count | 65 |
| grt | Wire length of the first global-routing pass | 4710 microns |
| die | Num ports | 34 |
| min path | Hold Crit Depth | 2 |
| worst setup path | Critical path arrival | 3.27 ns |
| final timing | Fin. Hold Viols | 0 |
| logic synthesis | Fraction of synthesis flops using an asynchronous set or reset pin | 0% |
| worst setup path | Max FO, Critical Path | 2 |
| final timing | Setup repair after global routing missed its margin | yes |
| grt | Antenna violations before repair | 0 |
| detailed routing | Post-route ant nets | 0 |
| detailed routing | Post-detailed-route via-to-cell ratio | 3.98 |
| status | Violated checks | setup timing |
| grt | Most utilized layer in the global route result | met2 |
| power | Power density normalized to cell area | 314 mW/mm^2 |
| logic synthesis | Cell types with the largest area share after synthesis | sky130_fd_sc_hd__edfxtp_1, sky130_fd_sc_hd__buf_4, sky130_fd_sc_hd__o41ai_4 |
| final timing | Max Transition Viols Final | 0 |
| clocking | Number of buffers created by CTS | 3 |
| placed design | Total of buffers placed on input and output ports | 5 |
| layout | Relative area change from synthesis to final layout | 27.7% |
| min path | Type of the most critical hold path | flip-flop to flip-flop |
| flow run | Max-cap violations | 0 |
| die | Floorplan die width | 102 microns |
| clocking | Cell at the root of the clock tree | sky130_fd_sc_hd__clkbuf_8 |
| final timing | Slew @ Worst Pin | 0.632 ns |
| clocking | Clock Pin Slew Worst Setup and Hold Paths | 0.03 ns |
| worst setup path | R2r worst-path depth | 4 |
| placed design | Placed cell count | 247 |
| logic synthesis | Flip-flop cell with the highest count after synthesis | sky130_fd_sc_hd__edfxtp_1 |
| placed design | RePlAce Congestion | 0.780 |
| layout | Filler Cell Count | 679 |
| layout | Combinational cell area excluding buffers and inverters | 666 sq um |
| clocking | Maximum root-to-sink buffer count | 2 |
| grt | Met2 Usage GRT | 7.85% |
| logic synthesis | Cell taking the most area after synthesis | sky130_fd_sc_hd__edfxtp_1 |
| layout | Most frequent logic cell in the layout | sky130_fd_sc_hd__inv_1 |
| worst setup path | Class of the most critical setup path | flip-flop to primary output |
| detailed routing | Via Count | 1111 |
| detailed routing | WL/cell | 10.2 microns |
| worst setup path | Slowest stage cell, crit path | sky130_fd_sc_hd__or4b_4 |
## through the flow
stage                     worst slack [ns]  hold slack, ns  util, %
after global placement              -0.474           0.358     25.5
after floorplan                    -0.0133           0.338        -
after detailed placement            -0.466           0.364     25.5
after global routing                -0.638           0.488     28.5
final                               -0.547           0.461     28.5
after CTS                           -0.542           0.463     28.2
## final cells by class
| cell class | count | area share [%] |
|---|---|---|
| Multi-Input combinational cell | 107 | 36.2 |
| Sequential cell | 22 | 34.9 |
| Timing Repair Buffer | 34 | 13.9 |
| Tap cell | 77 | 5.24 |
| Clock inverter | 23 | 4.83 |
| Inverter | 13 | 2.65 |
| Clock buffer | 3 | 2.25 |
## kinds of logic after synthesis
| group | count (synthesis) | synth area share, % |
|---|---|---|
| buffers and inverters | 40 | 17.0 |
| AND/OR/NAND/NOR | 48 | 18.5 |
| XOR/XNOR | 6 | 3.65 |
| flip-flops | 22 | 44.5 |
| AND-OR/OR-AND | 24 | 12.5 |
| other | 1 | 0.261 |
| adder cells (fa/ha/maj) | 4 | 3.48 |
## metal layers
metal | share of wire (%) | wire length, microns
met2 | 45 | 1270
met4 | 0 | 0
met1 | 50 | 1420
met3 | 5.0 | 143
met5 | 0 | 0
## cell usage after synthesis, types with 2 or more instances
cell type                   n
sky130_fd_sc_hd__buf_4     25
sky130_fd_sc_hd__edfxtp_1  20
sky130_fd_sc_hd__inv_1     14
sky130_fd_sc_hd__nor2_1    11
sky130_fd_sc_hd__nand3_1   10
sky130_fd_sc_hd__a21oi_1    9
sky130_fd_sc_hd__nand2_1    7
sky130_fd_sc_hd__o21ai_0    7
sky130_fd_sc_hd__or3_1      5
sky130_fd_sc_hd__ha_1       4
sky130_fd_sc_hd__nand4_1    4
sky130_fd_sc_hd__o31ai_1    4
sky130_fd_sc_hd__or4_1      4
sky130_fd_sc_hd__xor2_1     4
sky130_fd_sc_hd__dfxtp_1    2
sky130_fd_sc_hd__o41ai_4    2
sky130_fd_sc_hd__xnor2_1    2
## worst max-delay path: cells and delay by family, from the launching register on
family	cells	cell delay, ns
AND/OR/NAND/NOR	1	0.52
flip-flops	1	0.42
buffers and inverters	2	0.30
## power by group
group	total, mW	switching, mW	internal, mW
registers	0.293	0	0.293
logic	0.0133	0.00793	0.00541
clock network	0.271	0.153	0.117
total	0.577	0.161	0.416
## sequential cells by signal, indices dropped and copies added, names as in the netlist
name and cells:
vgatiming.vCount 10, clk_25 1, vgatiming.hCount 10, vgatiming.clk_25 1
## timing repair
item	in CTS	in global routing
setup endpoints to repair	14	3
pin swaps	6	4
hold endpoints to repair	0	0
resized	16	2
buffers inserted	6	1
## worst paths after layout
check / slack [ns] / to / startpoint
max: -0.55 / hsync / vgatiming.hCount[8]
min: 0.46 / clk_25 / clk_25
max reg2reg: 1.49 / vgatiming.vCount[7] / vgatiming.hCount[0]
min reg2reg: 0.46 / clk_25 / clk_25
Power figures rest on the tool's default switching activity, not on a simulated workload.
